### ./config.mk
export PLATFORM = sky130hd
export DESIGN_NAME = input_skew_buffer
export DESIGN_NICKNAME = input_skew_buffer
export VERILOG_FILES = /design/flow/design.v
export SDC_FILE = /design/flow/constraint.sdc
export NUM_CORES = 4
export LEC_CHECK = 1
export CORE_AREA = 10 10 80 80
export DIE_AREA = 0 0 90 90
### ./constraint.sdc
current_design input_skew_buffer

set clk_period 1.0
set clk_io_pct 0.2

create_clock -name clk0 -period $clk_period [get_ports {clk}]

set non_clock_inputs [all_inputs -no_clocks]
set_input_delay [expr $clk_period * $clk_io_pct] -clock clk0 $non_clock_inputs
set_output_delay [expr $clk_period * $clk_io_pct] -clock clk0 [all_outputs]
### ./design.v
`timescale 1ns/1ps
`default_nettype none
module input_skew_buffer #(
    parameter int N = 2
)(
    input logic clk,
    input logic rst,
    input logic signed [N-1:0][15:0] flat_data_in,
    input logic flat_valid_in,  
    output logic signed [N-1:0][15:0] skewed_data_out,
    output logic [N-1:0] skewed_valid_out  
);
    genvar i;
    generate
        for (i = 0; i < N; i++) begin : gen_skew
            if (i == 0) begin
                assign skewed_data_out[0] = flat_data_in[0];
                assign skewed_valid_out[0] = flat_valid_in;
            end else begin
                logic signed [15:0] shift_reg_data [0:i-1];
                logic shift_reg_valid [0:i-1];
                always_ff @(posedge clk or posedge rst) begin
                    if (rst) begin
                        for (int k=0; k<i; k++) begin
                             shift_reg_data[k] <= '0;
                             shift_reg_valid[k] <= 0;
                        end
                    end else begin
                        shift_reg_data[0] <= flat_data_in[i];
                        shift_reg_valid[0] <= flat_valid_in;
                        for (int k=1; k<i; k++) begin
                             shift_reg_data[k] <= shift_reg_data[k-1];
                             shift_reg_valid[k] <= shift_reg_valid[k-1];
                        end
                    end
                end
                assign skewed_data_out[i] = shift_reg_data[i-1];
                assign skewed_valid_out[i] = shift_reg_valid[i-1];
            end
        end
    endgenerate
endmodule
### ./run.sh
#!/bin/bash
# OpenROAD 26Q1-2900-gdf79404cd8, Yosys 0.63+post, stock flow scripts
make -C /OpenROAD-flow-scripts/flow DESIGN_CONFIG=/design/flow/config.mk WORK_HOME=/design/flow/orfs finish
==> flow_summary.json <==
{
  "placement_rows": 25,
  "timing_hold_violations_final": 0,
  "cells_along_the_critical_path": "clkdlybuf4s15_1",
  "max-cap-violations": 0,
  "path_clk_slew_ps": 60,
  "cts_setup_buffers": 0,
  "floorplan.core_util_pct": 11.95,
  "synth.distinct_cells": 3,
  "tightestPinTransition_ps": 91.84,
  "ys_area_sq_um": 564.3,
  "postRouteWirelength_mm": 1.382,
  "cts_max_path_buffers": 2,
  "cellPowerDensity_nw_per_um2": 1519,
  "startpoint": "gen_skew[1].genblk1.shift_reg_data[0][14]",
  "cp.required_ps": 800,
  "hold_buffers": 0,
  "grt_pass1_vias": 375,
  "gr-total-overflow": 0,
  "final.period_utilization_pct": 96.81,
  "globalplace.congestion": 0.6608,
  "area_growth_pct": 54.77,
  "routedWlPerCell_um": 10.88,
  "fmaxAchievable_mhz": 1033,
  "route.detailed.vias_per_inst": 2.567,
  "ys_ff": 17,
  "logic_gate_count": 0,
  "max_slew_margin_pct": 93.88,
  "cp_top_family": "flip-flops",
  "count_of_pins_on_the_block_boundary": 69,
  "ctsHtreeMaxLevel": 1,
  "worstSetupPathType": "flip-flop to primary output",
  "worst_ep_arrival_time_ps": 770,
  "dr_total_vias": 326,
  "number_of_cells_in_yosys_stat": 36,
  "grt_usage_pct": 3.115,
  "critical_path_buf_inv_count": 1,
  "hold_path.class": "input pin to asynchronous set/reset pin",
  "setup.worst_path.end_class": "primary output",
  "drt_first_iter_violations": 5,
  "port_buf_inserts": 36,
  "post_route_cells_drive_above_1_share_pct": 31.67,
  "detail_route.drc_violations": 0,
  "irDropWorstVdd_uv": 276.1,
  "grt_first_pass_wirelength_mm": 2.056,
  "floorplan.die_area_sq_um": 8100,
  "mean_instance_size_in_the_synthesized_netlist_sq_um": 15.67,
  "report.final.slew_viol_count": 0,
  "dp_slack_ps": -347.3,
  "log.warning_count": 25,
  "grt_max_degree": 18,
  "static-leakage-power_nw": 0.3890,
  "antenna_violating_nets_post_route": 0,
  "chipWidth_um": 90,
  "status": "complete, no violations",
  "timing.final.ws_setup_ps": 31.86,
  "post-route-min-period_ps": 968.1,
  "postPlaceCellArea_sq_um": 900.9,
  "number_of_buffers_created_by_cts": 3,
  "grt_antenna_before_repair": 0,
  "ys_seq_share_pct": 75.39,
  "insertedDiodeCount": 0,
  "multi_input_comb_area_sq_um": 0,
  "core_region_area_sq_um": 4723,
  "dr.pass1.iters": 2,
  "die_height_um": 90,
  "final_area_sq_um": 873.3,
  "tritoncts": "done",
  "synth_area_sq_um": 564.3,
  "synth.yosys.warnings": 3,
  "numClockSinks": 17,
  "critical_path.max_stage_delay_ps": 350,
  "rsz0062_at_grt": "no",
  "worst_setup_path_start_kind": "flip-flop",
  "setup_viol_count_final": 0,
  "synthCells": 36,
  "cts-root-buf": "clkbuf_8",
  "critical-path-slowest-cell": "dfrtp_1",
  "critical_path_peak_fanout": 1
}
[cell usage after synthesis, drive strengths merged]
library cell / number / area share, %
inv: 1 / 0.66
dfrtp: 17 / 75
buf: 18 / 24
[flip-flops by register name, summed over array words and instances (netlist names)]
| signal | cells |
|---|---|
| gen_skew.genblk1.shift_reg_data | 16 |
| gen_skew.genblk1.shift_reg_valid | 1 |
[logic make-up (layout without fill, tap and decap cells)]
| family | Yosys count | count (layout) | share of synthesized area, % |
|---|---|---|---|
| buf+inv | 19 | 43 | 24.61 |
| flops | 17 | 17 | 75.39 |
[where the power goes]
group	switching, mW	leakage [nW]	internal [mW]	total [mW]
logic	0.0302	0.168	0.0966	0.127
clock network	0.186	0.0228	0.281	0.468
registers	0.00905	0.198	0.723	0.732
[layout by cell type, fill, tap and decap left out]
cell type,n
inv_1,1
buf_2,1
clkbuf_1,1
clkdlybuf4s15_1,3
dlygate4sd2_1,2
buf_12,1
clkdlybuf4s50_1,17
dfrtp_1,17
clkbuf_2,13
buf_4,1
clkbuf_8,3
[worst paths after layout]
| check | end | slack (ps) | cells after the start |
|---|---|---|---|
| max in group asynchronous | gen_skew[1].genblk1.shift_reg_data[0][3] | 620 | 3 |
| worst min-delay path | gen_skew[1].genblk1.shift_reg_data[0][9] | 270 | 3 |
| worst max-delay path | skewed_data_out[30] | 30 | 1 |
| min in group clk0 | gen_skew[1].genblk1.shift_reg_valid[0] | 300 | 2 |
[timing repair]
| item | CTS | global route |
|---|---|---|
| setup endpoints to repair | 18 | 13 |
| endpoints found under the hold margin | 0 | 0 |
| resized | 37 | 13 |
[stage by stage]
| stage | instances | setup TNS, ps | total power, mW | util (%) | hold WS [ps] |
|---|---|---|---|---|---|
| after floorplan | 36 | 0 | 0.7874 | - | 126.1 |
| after global placement | 123 | -350.8 | 0.9103 | 19.07 | 400.0 |
| final | 127 | 0 | 1.326 | 18.49 | 266.1 |
| after global routing | 127 | 0 | 1.390 | 18.49 | 284.0 |
| after detailed placement | 123 | -347.3 | 0.9101 | 19.07 | 400.0 |
| after CTS | 127 | 0 | 1.366 | 19.87 | 267.4 |
[per-layer routing]
metal | routed length [um] | up-vias | global-route usage, %
met4 | 38 | 0 | 1.724
li1 | - | 136 | -
met2 | 682 | 25 | 5.266
met1 | 488 | 161 | 3.008
met5 | 0 | - | 0
met3 | 172 | 4 | 1.593
[final cells by class]
cell class	count	area (sq um)
sequential	17	425.4
clock buffer	4	45.04
tap	67	83.83
fill	506	3850
timing repair buffer	38	315.3
inverter	1	3.754
No activity file was given, so power comes from the tool's default toggle rates.
