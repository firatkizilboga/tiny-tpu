===== flow/design.v =====
`timescale 1ns/1ps
`default_nettype none
module output_deskew_buffer #(
    parameter int N = 2
)(
    input logic clk,
    input logic rst,
    input logic signed [N-1:0][15:0] skewed_data_in,
    input logic [N-1:0] skewed_valid_in,
    output logic signed [N-1:0][15:0] flat_data_out,
    output logic [N-1:0] flat_valid_out
);
    genvar i;
    generate
        for (i = 0; i < N; i++) begin : gen_deskew
            localparam int DELAY = (N - 1) - i;
            if (DELAY == 0) begin
                assign flat_data_out[i] = skewed_data_in[i];
                assign flat_valid_out[i] = skewed_valid_in[i];
            end else begin
                logic signed [15:0] shift_reg_data [0:DELAY-1];
                logic shift_reg_valid [0:DELAY-1];
                always_ff @(posedge clk or posedge rst) begin
                    if (rst) begin
                        for (int k=0; k<DELAY; k++) begin
                            shift_reg_data[k] <= '0;
                            shift_reg_valid[k] <= 0;
                        end
                    end else begin
                        shift_reg_data[0] <= skewed_data_in[i];
                        shift_reg_valid[0] <= skewed_valid_in[i];
                        for (int k=1; k<DELAY; k++) begin
                            shift_reg_data[k] <= shift_reg_data[k-1];
                            shift_reg_valid[k] <= shift_reg_valid[k-1];
                        end
                    end
                end
                assign flat_data_out[i] = shift_reg_data[DELAY-1];
                assign flat_valid_out[i] = shift_reg_valid[DELAY-1];
            end
        end
    endgenerate
endmodule

===== flow/run.sh =====
#!/bin/bash
# OpenROAD 26Q1-2900-gdf79404cd8, Yosys 0.63+post, stock flow scripts
make -C /OpenROAD-flow-scripts/flow DESIGN_CONFIG=/design/flow/config.mk WORK_HOME=/design/flow/orfs finish

===== flow/config.mk =====
export PLATFORM = sky130hd
export DESIGN_NAME = output_deskew_buffer
export DESIGN_NICKNAME = output_deskew_buffer
export VERILOG_FILES = /design/flow/design.v
export SDC_FILE = /design/flow/constraint.sdc
export NUM_CORES = 4
export LEC_CHECK = 1
export CORE_AREA = 10 10 80 80
export DIE_AREA = 0 0 90 90

===== flow/constraint.sdc =====
current_design output_deskew_buffer

set clk_period 1.0
set clk_io_pct 0.2

create_clock -name clk0 -period $clk_period [get_ports {clk}]

set non_clock_inputs [all_inputs -no_clocks]
set_input_delay [expr $clk_period * $clk_io_pct] -clock clk0 $non_clock_inputs
set_output_delay [expr $clk_period * $clk_io_pct] -clock clk0 [all_outputs]

==> Slide: Implementation Results <==
Key Metrics from the Run

Setup path
  – Worst EP arrival: 0.78 ns
  – Worst-path fanout max: 1
  – Crit path kind: flip-flop to primary output
  – Crit path max-delay family: flip-flops
  – Setup crit start: gen_deskew[0].genblk1.shift_reg_valid[0]
  – CP Capture Type: primary output
  – Startpoint types: flip-flop
  – Cells along the critical path: clkdlybuf4s15_1
  – CP Buf/Inv Count: 1
  – Critical Path RT: 0.80 ns
  – Highest-delay cell along the critical path: dfrtp_1
  – Max incr delay on CP: 0.36 ns

Layout
  – Mi-comb count: 0
  – Layout cells sized above 1: 31.0%
  – Logic area: 0 um2
  – Synthesis-to-layout area growth: 49.9%
  – Final Util: 17.9%

Clock network
  – CTS Buf Count: 3
  – Root buffer cell: clkbuf_8
  – # hold bufs at CTS: 0
  – CTS tree: yes
  – Clock buffer depth: 2
  – Clk sinks: 17
  – # H-tree levels: 1
  – Setup bufs post-CTS: 0
  – Clk slew on worst S/H paths: 0.06 ns

Floorplan
  – Number of cell rows: 25
  – Core area: 4720 um2
  – Top Ports: 70
  – DIE HEIGHT: 90 um
  – Die ar.: 8100 um2
  – Die width: 90 um
  – Core utilization at floorplan: 11.9%

Logic synthesis
  – Seq cells post-synth: 17
  – Yosys stat chip area: 564 um2
  – YS warnings: 3
  – Register area share after synthesis: 75.4%
  – Yosys top cell by area: dfrtp_1
  – Yosys simple share: 0%
  – Top logic family: buffers and inverters
  – Cells in synth_stat.txt: 36
  – Synth Area in XOR/XNOR: 0%
  – Adder-cell share of the synthesized area: 0%
  – Mux cell area share after synthesis: 0%
  – Syn_area_per_cell: 15.7 um2
  – Mapped Area: 564 um2
  – Distinct lib cells: 3
  – Post-synthesis instance total: 36
  – Top cells, area: dfrtp_1 75%, buf_4 24%, inv_1 0.67%
  – Area leader share: 75.4%
  – Synth Area in Compound Gates: 0%

Timing
  – Count of pins over their slew limit: 0
  – Setup tns final: 0 ns
  – F_max: 1020 MHz
  – Final setup fails: 0
  – Fin crit period: 0.981 ns
  – Slew of the pin with the lowest slew margin: 0.202 ns
  – Final Hold Vio Count: 0
  – Relative slew slack: 86.5%
  – Tcrit/Tclk final: 98.1%
  – RSZ-0062 raised after global routing: no

Global route
  – Pin count of the biggest net entering global routing: 18
  – GRT Total Usage: 3.17%
  – GRT overflow: 0
  – First-pass GRT wire length: 2.04 mm
  – Number of global-route vias before repair: 355
  – Initial antenna violation count: 0

Run
  – Max cap viols: 0
  – Tally of OpenROAD warnings: 25

Detailed routing
  – Routed length per instance: 11.2 um
  – Via total after detailed routing: 306
  – Vias per std cell: 2.45
  – Ant. Diodes: 0
  – # DRC: 0
  – Drt pass-1 iters: 2
  – Routed Antenna Nets: 0
  – Initial DRC count: 2
  – Final WL: 1.40 mm

Power and ir drop
  – Power Dens Cells: 1570 nW/um2
  – Leak pwr: 0.373 nW
  – Tot Pwr: 0.00133 W
  – Max VDD drop: 292 uV

Run status
  – Status: finished clean

Placed design
  – GPL Wtd Cong: 0.690
  – Port bufs: 35

Min path
  – Worst hold path type: primary input to async pin
## final timing paths
path / slack [ns] / to / cells past startpoint
min: 0.27 / gen_deskew[0].genblk1.shift_reg_data[0][8] / 3
min in group clk0: 0.39 / gen_deskew[0].genblk1.shift_reg_data[0][15] / 1
max in group asynchronous: 0.55 / gen_deskew[0].genblk1.shift_reg_data[0][4] / 3
max: 0.02 / flat_valid_out[0] / 1
## flip-flops by register name, summed over array words and instances, names as in the netlist
name and count:
gen_deskew.genblk1.shift_reg_data 16, gen_deskew.genblk1.shift_reg_valid 1
## kinds of logic after synthesis
group | Yosys count
DFF | 17
buffers and inverters | 19
## per-layer routing
layer / vias up / wire length, um / GRT usage [%]
met3: 0 / 170 / 1.76
met4: 0 / 0 / 0.531
met2: 21 / 748 / 5.63
met5: - / 0 / 0
met1: 152 / 481 / 3.22
li1: 133 / - / -
## through the flow
stage | std cells | cell area, um2 | hold slack [ns] | worst slack, ns
final | 125 | 846 | 0.268 | 0.0190
after global placement | 121 | 871 | 0.400 | 0.0235
after global routing | 125 | 846 | 0.328 | 0.0000488
after CTS | 125 | 916 | 0.273 | 0.00239
after detailed placement | 121 | 871 | 0.400 | 0.0155
after floorplan | 36 | 564 | 0.126 | 0.355
## cell type report
class / instances / area (um2)
Tap cell: 67 / 83.8
Sequential cell: 17 / 425
Fill cell: 516 / 3880
Timing Repair Buffer: 36 / 288
Inverter: 1 / 3.75
Clock buffer: 4 / 45.0
## cell usage after synthesis (all sizes together)
cell type  count
inv            1
buf           18
dfrtp         17
## placed cells by master, fill, tap and decap left out
master           synthesis  final
clkdlybuf4s50_1          0     18
dfrtp_1                 17     17
clkbuf_2                 0     14
clkbuf_8                 0      3
clkdlybuf4s15_1          0      3
inv_1                    1      1
clkbuf_1                 0      1
buf_4                   18      1
## report_power, final
group / leakage, nW / internal, W / switching (W)
clock network: 0.0228 / 0.000282 / 0.000200
logic: 0.152 / 0.0000887 / 0.0000291
registers: 0.198 / 0.000723 / 0.00000893
## what timing repair did
action / in CTS / in global routing
endpoints found under the setup margin: 17 / 14
gates resized: 34 / 14
pin swaps: 0 / 0
Power figures rest on the tool's default switching activity, not on a simulated workload.
